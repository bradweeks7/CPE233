**flow/run.sh**
```bash
#!/bin/bash
# OpenROAD 26Q1-2900-gdf79404cd8, Yosys 0.63+post, stock flow scripts
make -C /OpenROAD-flow-scripts/flow DESIGN_CONFIG=/design/flow/config.mk WORK_HOME=/design/flow/orfs finish
```
**flow/config.mk**
```make
export PLATFORM = sky130hd
export DESIGN_NAME = SCRATCH_RAM
export DESIGN_NICKNAME = SCRATCH_RAM
export VERILOG_FILES = /design/flow/design.v
export SDC_FILE = /design/flow/constraint.sdc
export NUM_CORES = 4
export LEC_CHECK = 1
export CORE_UTILIZATION = 40
```
**flow/constraint.sdc**
```tcl
current_design SCRATCH_RAM

set clk_period 17.4
set clk_io_pct 0.2

create_clock -name clk0 -period $clk_period [get_ports {CLK}]

set non_clock_inputs [all_inputs -no_clocks]
set_input_delay [expr $clk_period * $clk_io_pct] -clock clk0 $non_clock_inputs
set_output_delay [expr $clk_period * $clk_io_pct] -clock clk0 [all_outputs]
```
**flow/design.v**
```verilog
`timescale 1ns / 1ps
module SCRATCH_RAM(
	input logic [9:0] SCR_DIN,				 
	input logic [7:0] SCR_ADDR,			 
	input logic SCR_WE,				 
	input logic CLK,					 
	output logic [9:0] DATA_OUT			 
	);
logic [9:0] ram [0:255];				 
initial begin
int i;
for (i=0; i<256; i++)
    begin						 
    ram[i] = 0;
    end
end
always_comb						 
begin							 
DATA_OUT = ram[SCR_ADDR];		
end
always_ff @(posedge CLK)
begin
if (SCR_WE == 1'b1) begin				 
     ram[SCR_ADDR] <= SCR_DIN;				 
     end
end
endmodule
```
==> results.txt <==
Mapped Area = 97400 µm²
TritonCTS buffer count = 278
Top area cell types = edfxtp_1 (79%), mux4_2 (15%), a22oi_1 (2.5%), nor2_1 (0.89%), a21oi_1 (0.82%)
Vias = 46600
Pwr Total = 12.9 mW
NetSw = 2.65 mW
Post-Layout Inst Area = 112000 µm²
Rows = 180
post-synth top area cell = edfxtp_1
Max-slew headroom = 15.0%
Sequential Power Share = 52.7%
Post-Route Utilization = 46.5%
CP endpoint kind = output port
chip width = 495 µm
clk slew on worst S/H paths = 0.06 ns
Ys Warns = 1
Avg Cell Area, Syn = 22.5 µm²
slowest stage delay, CP = 1.12 ns
post-CTS resize count = 0
DRC = 0
Hold Vio Cnt, Final = 0
area of the die = 246000 µm²
Post-DP HPWL = 143 mm
switching portion of total power = 20.6%
fp_density = 40.4%
clock sink count = 2560
crit path buf inv count = 5
f_max = 0.0782 GHz
CP max-delay cell = o41ai_1
post-CTS setup buffers = 0
Int Power = 10.2 mW
largest register by flop count = ram
Bufs on Longest Clock Path = 4
TritonCTS clock tree = done
Pwr Density = 115 nW/µm²
CP arrival = 9.32 ns
Synth cell types = 22
initial antenna violation count = 3
Root Buffer = clkbuf_16
PortBufs = 29
worst hold path type = in2reg
CTS Hold Bufs = 0
CP delay by family, top = buffers and inverters
top cells by count = edfxtp_1 (2560), mux4_2 (640), a22oi_1 (320)
Layout area overhead = 15.2%
Crit Path Category = in2out
Tcrit/Tclk final = 73.5%
Comb pwr share = 4.5%
crit path setup slack, layout = 4.60 ns
CP Launch Type = primary input
dominant register cell = edfxtp_1
Post-synth EDFFs = 2560
Final TNS setup = 0 ns
biggest regs = ram x2560
Final min period = 12.80 ns
static leakage = 34.5 nW
worst-path cell chain = buf_8, buf_4, buf_12, buf_4, mux4_2, a22oi_1, a21oi_1, o41ai_1, nand4_1, clkdlybuf4s50_1
fill count = 19300
DRT Wirelength = 243 mm
Synth Instances = 4328
Max Slew Vio Count = 0
Chip Height = 495 µm
vias in the first global route = 51400
first-pass GRT wire length = 353 mm
final setup vio count = 0
initial DRC count = 2998
H-tree Lvls = 5
crit path DRT = 13.92 ns
vias per cell = 5.73
crit-path max FO = 63
sequential fraction of the synthesis area = 78.9%
number of iterations in the first detailed-routing pass = 5
Least-Margin Pin Slew = 1.26 ns
clock network power share = 42.8%
layout cells sized above 1 = 28.7%
largest net degree at the start of global routing = 113
outcome = complete, no violations
Yosys Instances = 4328
placed instance area = 104000 µm²
total grt overflow = 0
RSZ-0062 raised after global routing = false
Top Ports = 30
Dominant cell area share = 78.9%
Core Box Area = 241000 µm²
Worst VDD drop = 0.0990 mV
GP Congestion = 0.867
antenna-violating nets left = 0
Routed WL per cell = 29.8 µm
Worst path most repeated cell = buf_4
asr flop ratio synth = 0%
max reg flops = 2560
flops & latches, synth = 2560
DP Worst Slack = 4.46 ns
yosys stat area = 97400 µm²
Synth top cell by count = edfxtp_1
OpenROAD warning count = 29
Max Cap Viol = 0
All-Layer GR Usage = 22.2%
==> power by group through the flow <==
stage,combinational (mW),clock (mW),sequential (mW)
CTS,0.586,5.63,6.80
global route,0.617,5.86,6.80
finish,0.576,5.53,6.80
==> kinds of logic after synthesis <==
logic type / synth area share, %
flip-flops: 78.9
multiplexers: 14.8
AND-OR/OR-AND: 3.65
AND/OR/NAND/NOR: 1.41
buffers and inverters: 1.23
==> stage by stage <==
stage / hold WS [ns] / cells
finish: 2.99 / 8133
global route: 2.98 / 8131
CTS: 2.96 / 8131
detailed placement: 3.94 / 7659
global placement: 3.93 / 7658
floorplan: 3.58 / 4328
==> per-layer routing <==
metal	up-vias	track usage, %	routed length (µm)
met5	-	0.528	196
met2	2779	32.3	116000
li1	19400	-	-
met3	401	15.5	37700
met4	8	6.17	8650
met1	24000	27.9	80400
==> cells in the final DEF, fill, tap and decap left out, types with 30 or more instances in the layout <==
| master | instances |
|---|---|
| a21oi_1 | 160 |
| a22oi_1 | 320 |
| buf_4 | 381 |
| clkbuf_1 | 69 |
| clkbuf_16 | 285 |
| clkinv_1 | 52 |
| clkinv_2 | 35 |
| edfxtp_1 | 2560 |
| mux4_2 | 640 |
| nor2_1 | 231 |
| nor3_1 | 30 |
| o41ai_1 | 33 |
==> worst paths after layout <==
kind / start / slack (ns) / cells past startpoint / endpoint
worst max-delay path: SCR_ADDR[0] / 4.60 / 10 / DATA_OUT[6]
worst min-delay path: SCR_DIN[2] / 2.99 / 1 / ram[90][2]$_DFFE_PP_
==> cell type report <==
type | count | area [µm²] | area share, %
diodes | 2 | 5.00 | 0.00446
inverters | 1 | 3.75 | 0.00335
well taps | 3185 | 3990 | 3.55
multi-input cells | 1492 | 19500 | 17.4
clock inverters | 118 | 1020 | 0.912
repair buffers | 421 | 3430 | 3.06
clock buffers | 354 | 7390 | 6.59
flip-flops and latches | 2560 | 76900 | 68.5
Power figures rest on the tool's default switching activity, not on a simulated workload.
